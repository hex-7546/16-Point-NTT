`design/flow/design.v`:
```
module ntt_16point(
    input wire clk,
    input wire rst,
    input wire start,
    output reg done,
    output reg [6:0] result_0,
    output reg [6:0] result_1,
    output reg [6:0] result_2,
    output reg [6:0] result_3,
    output reg [6:0] result_4,
    output reg [6:0] result_5,
    output reg [6:0] result_6,
    output reg [6:0] result_7,
    output reg [6:0] result_8,
    output reg [6:0] result_9,
    output reg [6:0] result_10,
    output reg [6:0] result_11,
    output reg [6:0] result_12,
    output reg [6:0] result_13,
    output reg [6:0] result_14,
    output reg [6:0] result_15
);
    localparam Q = 97;
    reg [6:0] omega [0:15];
    reg [6:0] input_data [0:15];
    reg [6:0] data [0:15];
    reg [3:0] stage = 0;
    reg [4:0] i = 0;
    reg computing = 0;
    reg [3:0] m, k, j;
    reg [6:0] t, u, tw;
    reg [4:0] twiddle_idx;
    initial begin
        omega[0] = 1;
        omega[1] = 27;
        omega[2] = 50;
        omega[3] = 41;
        omega[4] = 96;
        omega[5] = 70;
        omega[6] = 47;
        omega[7] = 56;
        omega[8] = 1;
        omega[9] = 27;
        omega[10] = 50;
        omega[11] = 41;
        omega[12] = 96;
        omega[13] = 70;
        omega[14] = 47;
        omega[15] = 56;
        input_data[0] = 1;
        input_data[1] = 2;
        input_data[2] = 3;
        input_data[3] = 4;
        input_data[4] = 5;
        input_data[5] = 6;
        input_data[6] = 7;
        input_data[7] = 8;
        input_data[8] = 9;
        input_data[9] = 10;
        input_data[10] = 11;
        input_data[11] = 12;
        input_data[12] = 13;
        input_data[13] = 14;
        input_data[14] = 15;
        input_data[15] = 16;
    end
    function [6:0] mod_mult;
        input [6:0] a;
        input [6:0] b;
        reg [13:0] temp;
        begin
            temp = a * b;
            mod_mult = temp % Q;
        end
    endfunction
    function [6:0] mod_add;
        input [6:0] a;
        input [6:0] b;
        reg [7:0] temp;
        begin
            temp = a + b;
            if (temp >= Q)
                mod_add = temp - Q;
            else
                mod_add = temp[6:0];
        end
    endfunction
    function [6:0] mod_sub;
        input [6:0] a;
        input [6:0] b;
        reg signed [7:0] temp;
        begin
            temp = a - b;
            if (temp < 0)
                mod_sub = temp + Q;
            else
                mod_sub = temp[6:0];
        end
    endfunction
    function [3:0] bit_reverse;
        input [3:0] idx;
        begin
            bit_reverse = {idx[0], idx[1], idx[2], idx[3]};
        end
    endfunction
    always @(posedge clk) begin
        if (rst) begin
            done <= 0;
            computing <= 0;
            stage <= 0;
            i <= 0;
        end else begin
            if (start && !computing) begin
                data[0] <= input_data[bit_reverse(0)];
                data[1] <= input_data[bit_reverse(1)];
                data[2] <= input_data[bit_reverse(2)];
                data[3] <= input_data[bit_reverse(3)];
                data[4] <= input_data[bit_reverse(4)];
                data[5] <= input_data[bit_reverse(5)];
                data[6] <= input_data[bit_reverse(6)];
                data[7] <= input_data[bit_reverse(7)];
                data[8] <= input_data[bit_reverse(8)];
                data[9] <= input_data[bit_reverse(9)];
                data[10] <= input_data[bit_reverse(10)];
                data[11] <= input_data[bit_reverse(11)];
                data[12] <= input_data[bit_reverse(12)];
                data[13] <= input_data[bit_reverse(13)];
                data[14] <= input_data[bit_reverse(14)];
                data[15] <= input_data[bit_reverse(15)];
                computing <= 1;
                done <= 0;
                stage <= 0;
                i <= 0;
            end else if (computing) begin
                if (stage < 4) begin
                    if (i < 16) begin
                        m = 1 << stage;   
                        k = i >> (stage + 1);   
                        j = i & ((1 << (stage + 1)) - 1);   
                        if (j < m) begin
                            twiddle_idx = (j << (4 - stage - 1)) & 15;
                            tw = omega[twiddle_idx];
                            t = mod_mult(tw, data[i + m]);
                            u = data[i];
                            data[i] <= mod_add(u, t);
                            data[i + m] <= mod_sub(u, t);
                        end
                        i <= i + 1;
                    end else begin
                        i <= 0;
                        stage <= stage + 1;
                    end
                end else begin
                    result_0 <= data[0];
                    result_1 <= data[1];
                    result_2 <= data[2];
                    result_3 <= data[3];
                    result_4 <= data[4];
                    result_5 <= data[5];
                    result_6 <= data[6];
                    result_7 <= data[7];
                    result_8 <= data[8];
                    result_9 <= data[9];
                    result_10 <= data[10];
                    result_11 <= data[11];
                    result_12 <= data[12];
                    result_13 <= data[13];
                    result_14 <= data[14];
                    result_15 <= data[15];
                    done <= 1;
                    computing <= 0;
                end
            end
        end
    end
endmodule
module ntt_top(
    input wire clk,            
    input wire rst,            
    output wire uart_tx,       
    output wire [1:0] led      
);
    localparam IDLE = 0, COMPUTE = 1, TRANSMIT = 2, DONE = 3, PAUSE = 4;
    reg [2:0] state = IDLE;
    reg ntt_start = 0;
    wire ntt_done;
    wire [6:0] ntt_out [0:15];   
    reg [7:0] uart_data = 0;
    reg uart_start = 0;
    wire uart_busy;
    reg [25:0] blink_counter = 0;
    reg [3:0] blink_state = 0;
    reg [7:0] tx_index = 0;
    reg [3:0] digit_index = 0;
    reg [3:0] tx_state = 0;
    reg [15:0] delay_counter = 0;
    reg waiting = 0;
    reg [27:0] pause_counter = 0;
    ntt_16point ntt_inst(
        .clk(clk),
        .rst(rst),
        .start(ntt_start),
        .done(ntt_done),
        .result_0(ntt_out[0]),
        .result_1(ntt_out[1]),
        .result_2(ntt_out[2]),
        .result_3(ntt_out[3]),
        .result_4(ntt_out[4]),
        .result_5(ntt_out[5]),
        .result_6(ntt_out[6]),
        .result_7(ntt_out[7]),
        .result_8(ntt_out[8]),
        .result_9(ntt_out[9]),
        .result_10(ntt_out[10]),
        .result_11(ntt_out[11]),
        .result_12(ntt_out[12]),
        .result_13(ntt_out[13]),
        .result_14(ntt_out[14]),
        .result_15(ntt_out[15])
    );
    uart_tx uart_inst(
        .clk(clk),
        .rst(rst),
        .tx_data(uart_data),
        .tx_start(uart_start),
        .tx(uart_tx),
        .busy(uart_busy)
    );
    assign led[0] = (state == COMPUTE || state == TRANSMIT) && (blink_state == 1 || blink_state == 3);
    assign led[1] = (state == DONE || state == PAUSE) && (blink_state == 1 || blink_state == 3);
    function [7:0] to_ascii;
        input [3:0] digit;
        begin
            to_ascii = 8'd48 + digit;   
        end
    endfunction
    always @(posedge clk) begin
        if (rst) begin
            state <= IDLE;
            ntt_start <= 0;
            uart_start <= 0;
            tx_index <= 0;
            tx_state <= 0;
            blink_counter <= 0;
            blink_state <= 0;
            delay_counter <= 0;
            waiting <= 0;
            pause_counter <= 0;
        end else begin
            uart_start <= 0;   
            blink_counter <= blink_counter + 1;
            if (blink_counter == 26'd10_000_000) begin
                blink_counter <= 0;
                if (state == COMPUTE || state == TRANSMIT) begin
                    if (blink_state < 4) blink_state <= blink_state + 1;
                end else if (state == DONE || state == PAUSE) begin
                    if (blink_state < 4) blink_state <= blink_state + 1;
                    else blink_state <= 0;   
                end
            end
            case (state)
                IDLE: begin
                    ntt_start <= 1;
                    state <= COMPUTE;
                    blink_state <= 0;
                end
                COMPUTE: begin
                    ntt_start <= 0;
                    if (ntt_done) begin
                        state <= TRANSMIT;
                        tx_index <= 0;
                        tx_state <= 0;
                        digit_index <= 0;
                    end
                end
                TRANSMIT: begin
                    if (waiting) begin
                        delay_counter <= delay_counter + 1;
                        if (delay_counter >= 16'd10000) begin   
                            delay_counter <= 0;
                            waiting <= 0;
                        end
                    end else if (!uart_busy && !uart_start) begin
                        case (tx_state)
                            0: begin   
                                case (tx_index)
                                    0: uart_data <= "=";
                                    1: uart_data <= "=";
                                    2: uart_data <= "=";
                                    3: uart_data <= "=";
                                    4: uart_data <= "=";
                                    5: uart_data <= "\n";
                                endcase
                                uart_start <= 1;
                                waiting <= 1;
                                tx_index <= tx_index + 1;
                                if (tx_index == 5) begin
                                    tx_index <= 0;
                                    tx_state <= 1;
                                end
                            end
                            1: begin   
                                case (tx_index)
                                    0: uart_data <= "N";
                                    1: uart_data <= "T";
                                    2: uart_data <= "T";
                                    3: uart_data <= " ";
                                    4: uart_data <= "R";
                                    5: uart_data <= "e";
                                    6: uart_data <= "s";
                                    7: uart_data <= "u";
                                    8: uart_data <= "l";
                                    9: uart_data <= "t";
                                    10: uart_data <= "\n";
                                endcase
                                uart_start <= 1;
                                waiting <= 1;
                                tx_index <= tx_index + 1;
                                if (tx_index == 10) begin
                                    tx_index <= 0;
                                    tx_state <= 2;
                                end
                            end
                            2: begin   
                                if (digit_index == 0) begin
                                    uart_data <= to_ascii(ntt_out[tx_index] / 10);
                                    uart_start <= 1;
                                    waiting <= 1;
                                    digit_index <= 1;
                                end else if (digit_index == 1) begin
                                    uart_data <= to_ascii(ntt_out[tx_index] % 10);
                                    uart_start <= 1;
                                    waiting <= 1;
                                    digit_index <= 2;
                                end else if (digit_index == 2) begin
                                    uart_data <= " ";
                                    uart_start <= 1;
                                    waiting <= 1;
                                    if (tx_index < 15) begin
                                        tx_index <= tx_index + 1;
                                        digit_index <= 0;
                                    end else begin
                                        tx_index <= 0;
                                        tx_state <= 3;
                                        digit_index <= 0;
                                    end
                                end
                            end
                            3: begin   
                                case (tx_index)
                                    0: uart_data <= "\n";
                                    1: uart_data <= "S";
                                    2: uart_data <= "U";
                                    3: uart_data <= "C";
                                    4: uart_data <= "C";
                                    5: uart_data <= "E";
                                    6: uart_data <= "S";
                                    7: uart_data <= "S";
                                    8: uart_data <= "\n";
                                    9: uart_data <= "=";
                                    10: uart_data <= "=";
                                    11: uart_data <= "=";
                                    12: uart_data <= "=";
                                    13: uart_data <= "=";
                                    14: uart_data <= "\n";
                                    15: uart_data <= "\n";
                                endcase
                                uart_start <= 1;
                                waiting <= 1;
                                tx_index <= tx_index + 1;
                                if (tx_index == 15) begin
                                    state <= DONE;
                                    blink_state <= 0;
                                end
                            end
                        endcase
                    end
                end
                DONE: begin
                    if (blink_state == 4) begin
                        state <= PAUSE;
                        pause_counter <= 0;
                    end
                end
                PAUSE: begin
                    pause_counter <= pause_counter + 1;
                    if (pause_counter >= 28'd300_000_000) begin
                        state <= IDLE;
                    end
                end
            endcase
        end
    end
endmodule
module uart_tx(
    input wire clk,            
    input wire rst,
    input wire [7:0] tx_data,
    input wire tx_start,
    output reg tx,
    output reg busy
);
    localparam CLKS_PER_BIT = 868;
    localparam IDLE = 0, START_BIT = 1, DATA_BITS = 2, STOP_BIT = 3;
    reg [1:0] state = IDLE;
    reg [9:0] clk_count = 0;
    reg [2:0] bit_index = 0;
    reg [7:0] tx_buffer = 0;
    always @(posedge clk) begin
        if (rst) begin
            state <= IDLE;
            tx <= 1;
            busy <= 0;
            clk_count <= 0;
            bit_index <= 0;
        end else begin
            case (state)
                IDLE: begin
                    tx <= 1;   
                    busy <= 0;
                    clk_count <= 0;
                    bit_index <= 0;
                    if (tx_start) begin
                        tx_buffer <= tx_data;
                        busy <= 1;
                        state <= START_BIT;
                    end
                end
                START_BIT: begin
                    tx <= 0;   
                    if (clk_count < CLKS_PER_BIT - 1) begin
                        clk_count <= clk_count + 1;
                    end else begin
                        clk_count <= 0;
                        state <= DATA_BITS;
                    end
                end
                DATA_BITS: begin
                    tx <= tx_buffer[bit_index];
                    if (clk_count < CLKS_PER_BIT - 1) begin
                        clk_count <= clk_count + 1;
                    end else begin
                        clk_count <= 0;
                        if (bit_index < 7) begin
                            bit_index <= bit_index + 1;
                        end else begin
                            bit_index <= 0;
                            state <= STOP_BIT;
                        end
                    end
                end
                STOP_BIT: begin
                    tx <= 1;   
                    if (clk_count < CLKS_PER_BIT - 1) begin
                        clk_count <= clk_count + 1;
                    end else begin
                        clk_count <= 0;
                        state <= IDLE;
                    end
                end
                default: state <= IDLE;
            endcase
        end
    end
endmodule
```
`design/flow/run.sh`:
```
#!/bin/bash
# OpenROAD 26Q1-2900-gdf79404cd8, Yosys 0.63+post, stock flow scripts
make -C /OpenROAD-flow-scripts/flow DESIGN_CONFIG=/design/flow/config.mk WORK_HOME=/design/flow/orfs finish
```
`design/flow/config.mk`:
```
export PLATFORM = sky130hd
export DESIGN_NAME = ntt_top
export DESIGN_NICKNAME = ntt_top
export VERILOG_FILES = /design/flow/design.v
export SDC_FILE = /design/flow/constraint.sdc
export NUM_CORES = 4
export LEC_CHECK = 1
export CORE_UTILIZATION = 30
```
`design/flow/constraint.sdc`:
```
current_design ntt_top

set clk_period 23.1
set clk_io_pct 0.2

create_clock -name clk0 -period $clk_period [get_ports {clk}]

set non_clock_inputs [all_inputs -no_clocks]
set_input_delay [expr $clk_period * $clk_io_pct] -clock clk0 $non_clock_inputs
set_output_delay [expr $clk_period * $clk_io_pct] -clock clk0 [all_outputs]
```
==> flow_summary_export.csv <==
group,metric,value,unit
cts,cts_buffer_depth,3,
setup_path,reg2regPathDepth,66,
drt,routed_wl,62.9,mm
drt,n_antenna_cell,0,
run,maxCapViolations,0,
global_routing,grt_max_degree,60,
setup_path,slowest_delay,620,ps
synthesis,yosysTopAreaCell,"edfxtp_1",
setup_path,regToRegSetupSlack,4210,ps
cts,cts_setup_buffers,0,
synthesis,yosys-stat-area,23700,um2
synthesis,ys_seq_share,40.4,%
cts,ctsHoldBuffers,0,
min_path,hp-class,"reg -> reg",
pwr,power.leakage,0.00880,uW
synthesis,yosysCellCount,2433,
drt,routed_via_density,5.45,
global_routing,overflow,0,
setup_path,start_kind,"register",
setup_path,required,23410,ps
cts,cts_tree,"yes",
floorplan,dieArea,80000,um2
timing,setup-tns-final,0,ps
synthesis,avgSynthCellArea,9.73,um2
setup_path,path_depth,66,
synthesis,ys_types,107,
timing,setup_viol,0,
layout,final_cells,3473,
drt,wl_met3,6.29,mm
layout,syn_to_final_growth,10.7,%
timing,hold_violations,0,
drt,wl_met1,26.5,mm
synthesis,synth_cells,2433,
drt,drtIter0Drc,1372,
setup_path,timing.rr.end,"ntt_inst.data[12][2]$_DFFE_PP_",
timing,slew_violations,0,
setup_path,path_delay_family,"AND-OR/OR-AND gates",
cts,h-tree-depth,2,
placement,hpwl,44.9,mm
min_path,worstHoldStart,"uart_data[4]$_DFFE_PP_",
floorplan,fp_util,30.5,%
floorplan,coreArea,77700,um2
floorplan,num_rows,102,
placement,dpl.cell_count,3404,
pwr,ir_drop,0.0000646,V
timing,clock_skew,24.0,ps
setup_path,path_class,"reg -> reg",
min_path,whs_path_depth,0,
setup_path,path_buffers,5,
setup_path,crit_slowest_cell,"a21oi_1",
min_path,whs_endpoint,"uart_inst.tx_buffer[4]$_DFFE_PP_",
cts,clkTransAtPathRegs,60,ps
placement,portBuffers,4,
timing,fmax,52.9,MHz
synthesis,yosys_warnings,4,
cts,cts_root_buf,"clkbuf_16",
timing,worstMarginPinSlew,942,ps
layout,drive_above_1_share,11.0,%
floorplan,io_pins,5,
drt,wl_met2,28.3,mm
setup_path,crit_path_max_fanout,45,
drt,routedWlPerCell,18.1,um
global_routing,grt.total_usage,16.0,%
placement,gp_congestion,0.975,
floorplan,die_h,283,um
floorplan,die_x,283,um
run,warning_count,59,
layout,fin_util,33.7,%
timing,timing.final.crit_period,18890,ps
cts,clock_sinks,358,
status,status,"completed",
placement,post_dp_cell_area,25000,um2
setup_path,worst_setup_path_end_kind,"register",
timing,timing.slew.headroom,36.9,%
layout,stdcell_area,26200,um2
global_routing,grt_pass1_wl,99.9,mm
synthesis,ff_type,"edfxtp_1",
synthesis,async_flop_share,0,%
cts,post_cts_resized,0,
setup_path,r2r-start,"ntt_inst.stage[3]$_SDFFE_PP0P_",
setup_path,cp_data_arrival_time,19200,ps
global_routing,grt_pass1_vias,18030,
pwr,power.density,74.4,nW/um2
synthesis,ys_top_cells_by_area,"edfxtp_1 (30%), dfxtp_1 (10%), mux4_2 (6.5%), ha_1 (5.2%), nor2_1 (4.3%)",
drt,via_count,18929,
timing,period_used_share,81.8,%
layout,nFillCells,7748,
global_routing,antenna_found_initial,0,
cts,clk_latency,560,ps
cts,cts_buffers,40,
drt,drcViolationCount,0,
synthesis,synth.cell_area,23700,um2
drt,drt-pass1-iter-count,6,
synthesis,synthDominantCellAreaShare,30.4,%
drt,top_layer,"met4",
synthesis,edf_count,240,
drt,antenna_left,0,
synthesis,synth_flops,358,
timing,rsz0062_at_grt,"no",
-- flip-flops by register name, summed over array words and instances, names as in the netlist, 8 cells and up --
signal	count
blink_counter	26
tx_index	8
delay_counter	16
pause_counter	28
uart_inst.clk_count	10
ntt_inst.data	112
-- logic make-up after synthesis --
logic type	after synthesis	share of synthesized area, %
AND/OR/NAND/NOR	894	18.0
AND-OR/OR-AND	623	18.2
flip-flops	358	40.4
buffers and inverters	214	3.50
adder cells (fa/ha/maj)	128	7.60
XOR/XNOR	118	4.52
multiplexers	98	7.81
-- cell usage after synthesis (all sizes together), types with 6 or more instances --
cell type,number
fa,27
a221oi,11
and2,19
nand4,22
nand3b,9
nor4,21
dfxtp,118
nand2b,18
ha,99
mux2,8
buf,24
xnor2,66
o21a,17
a21oi,118
or2,32
xor2,51
o211a,6
nor3,67
nand3,108
o31a,6
o311ai,8
a211oi,34
a41oi,9
o22ai,92
clkbuf,104
mux2i,22
o31ai,9
and3,32
a22oi,56
or4,6
nor2,273
inv,85
a31oi,30
nor3b,11
edfxtp,240
a2111oi,7
mux4,68
or3,29
o21bai,8
a21o,14
o21ai,95
nand2,220
o211ai,35
nor2b,14
-- layout make-up --
class,instances,area [um2],area share (%)
Clock buffer,49,1070,4.07
Multi-Input combinational cell,1861,13300,50.8
Sequential cell,358,9570,36.5
Tap cell,1040,1300,4.96
Timing Repair Buffer,59,448,1.71
Clock inverter,20,184,0.702
Inverter,86,325,1.24
-- placed cells by master, fill, tap and decap left out, drive strengths merged, types with 29 or more instances in the layout --
| master | n |
|---|---|
| nand2 | 220 |
| o21ai | 95 |
| a21oi | 118 |
| nand3 | 108 |
| dfxtp | 118 |
| o211ai | 35 |
| clkbuf | 49 |
| a211oi | 34 |
| xnor2 | 66 |
| o22ai | 92 |
| xor2 | 51 |
| mux4 | 68 |
| inv | 86 |
| or2 | 32 |
| nor2 | 273 |
| edfxtp | 240 |
| a22oi | 56 |
| buf | 56 |
| ha | 99 |
| nor3 | 67 |
| a31oi | 30 |
| and3 | 32 |
| or3 | 29 |
-- routing by layer --
metal / track usage [%] / up-vias
li1: - / 9152
met4: 4.09 / 0
met3: 6.51 / 131
met2: 24.2 / 742
met5: 0 / -
met1: 21.7 / 8904
-- worst max path at each step --
| stage | end | startpoint |
|---|---|---|
| 6_report | ntt_inst.data[12][2]$_DFFE_PP_ | ntt_inst.stage[3]$_SDFFE_PP0P_ |
| 5_1_grt | ntt_inst.data[14][4]$_DFFE_PP_ | ntt_inst.stage[0]$_SDFFE_PP0P_ |
| 4_1_cts | ntt_inst.data[12][2]$_DFFE_PP_ | ntt_inst.i[0]$_SDFFE_PP0P_ |
-- where the power goes --
part	leakage (uW)	total, uW	switching, uW	internal (uW)
Sequential	0.00304	702	9.87	692
Combinational	0.00515	631	426	205
Clock	0.000607	618	257	361
-- metrics by stage --
step | power [uW] | setup slack, ps | hold slack, ps
final | 1950 | 4210 | 418
after global routing | 2030 | 2470 | 423
after CTS | 1950 | 4300 | 421
after detailed placement | 1330 | 4330 | 408
after global placement | 1330 | 4570 | 402
after floorplan | 1120 | 5800 | 400
-- worst register-to-register path: cells and delay by family, from the launching register on --
kind | cells | cell delay (ps)
flip-flops | 1 | 370
XOR/XNOR | 5 | 1210
buffers and inverters | 5 | 930
adder cells (fa/ha/maj) | 11 | 4430
AND-OR/OR-AND | 21 | 5740
multiplexers | 4 | 1020
AND/OR/NAND/NOR | 20 | 5010
No activity file was given, so power comes from the tool's default toggle rates.
